### design/flow/run.sh
#!/bin/bash
# OpenROAD 26Q1-2900-gdf79404cd8, Yosys 0.63+post, stock flow scripts
make -C /OpenROAD-flow-scripts/flow DESIGN_CONFIG=/design/flow/config.mk WORK_HOME=/design/flow/orfs finish
### design/flow/config.mk
export PLATFORM = sky130hd
export DESIGN_NAME = Combined
export DESIGN_NICKNAME = Combined
export VERILOG_FILES = /design/flow/design.v
export SDC_FILE = /design/flow/constraint.sdc
export NUM_CORES = 4
export LEC_CHECK = 1
export CORE_UTILIZATION = 30
### design/flow/constraint.sdc
current_design Combined

set clk_period 4.2
set clk_io_pct 0.2

create_clock -name clk0 -period $clk_period [get_ports {clk}]

set non_clock_inputs [all_inputs -no_clocks]
set_input_delay [expr $clk_period * $clk_io_pct] -clock clk0 $non_clock_inputs
set_output_delay [expr $clk_period * $clk_io_pct] -clock clk0 [all_outputs]
### design/flow/design.v
module flex_counter
#(
  parameter NUM_CNT_BITS = 4
)
(
  input wire clk,
  input wire n_rst,
  input wire clear,
  input wire count_enable,
  input wire [NUM_CNT_BITS - 1:0] rollover_val,
  output wire [NUM_CNT_BITS - 1:0] count_out,
  output wire rollover_flag
);
reg [NUM_CNT_BITS - 1:0] val;
reg [NUM_CNT_BITS - 1:0] temp;
reg rollover_state;
reg nextrollover_state;
assign count_out = val;
assign rollover_flag = rollover_state;
always_comb
begin
  nextrollover_state = 0;
  if (clear == 1)
    begin
      temp = 0;
      nextrollover_state = 0;
    end
  else if (count_enable == 0)
    begin
      temp = val;
      nextrollover_state = rollover_state;
    end
  else
    begin 
      if ( rollover_state == 1 ) 
      begin
        temp = 1;
      end
      else
      begin
        temp = val + 1;
      end  
      if ((val == rollover_val - 1) || ( rollover_val == 1))
        begin
          nextrollover_state = 1;
        end
      else
        begin
          nextrollover_state = 0;
        end
    end
end
always_ff @ (posedge clk, negedge n_rst)
begin
  if (n_rst == 1'b0)
  begin
    val <= 0;
    rollover_state <= 0;
  end
  else begin
        val <= temp;
        rollover_state <= nextrollover_state;
  end  
end
endmodule
module flex_pts_sr
#(
  parameter NUM_BITS = 4,
  parameter SHIFT_MSB = 1
)
(
  input wire clk,
  input wire n_rst,
  input wire shift_enable,
  input wire load_enable,
  input wire [NUM_BITS-1:0] parallel_in,  
  output wire serial_out
);
reg [NUM_BITS - 1:0] val;
reg [NUM_BITS - 1:0] temp;
assign serial_out = SHIFT_MSB? val[NUM_BITS - 1]:val[0];
always @ ( parallel_in, val, shift_enable, load_enable) begin
      if ((load_enable == 1'b1) )
      begin
        temp = parallel_in;
      end
      else
      begin
        if ((shift_enable == 1'b1) )
        begin
         if (SHIFT_MSB == 1)
          begin
            temp = {val[NUM_BITS - 2:0], 1'b1 }; 
          end
          else
          begin
            temp = { 1'b1 , val[NUM_BITS - 1 : 1]};
          end
        end  
        else
        begin
          temp = val;
        end 
      end
end
always_ff @ (posedge clk, negedge n_rst)
begin
  if (n_rst == 1'b0)
  begin
    val = '1;
  end
  else begin
    val = temp;
  end  
end
endmodule
module flex_stp_sr
#(
  parameter NUM_BITS = 4,
  parameter SHIFT_MSB = 1
)
(
  input wire clk,
  input wire n_rst,
  input wire shift_enable,
  input wire serial_in,
  output wire [NUM_BITS-1:0] parallel_out  
);
reg [NUM_BITS - 1:0] val;
assign parallel_out = val;
always_ff @ (posedge clk, negedge n_rst)
begin
  if (n_rst == 1'b0)
  begin
    val = '1;
  end
  else begin
    if (shift_enable == 1'b1)
    begin
      if (SHIFT_MSB == 1)
      begin
        val = { val[NUM_BITS - 2:0], serial_in };     
      end
      else
      begin
        val = { serial_in, val[NUM_BITS - 1:1] };
      end
    end  
  end
end
endmodule
module Combined (
  input wire clk,
  input wire n_rst,
  input wire write_enable_in, 
  input wire [1:0] output_select_in,  
  input wire MOSI_in, 
  input wire sclk_in, 
  input wire SS_in, 
  input wire [15:0] roll_angle_in,
  input wire [15:0] pitch_angle_in,
  input wire [15:0] yaw_angle_in,
  output wire [7:0] config_data_out,
  output wire [2:0] addr_out,  
  output wire MISO_out,  
  output wire done_out,  
  output wire configured_out,  
  output wire data_ready_out,  
  input wire [7:0] data_in,
  input wire [2:0] addr_in,  
  output wire [7:0] gyro_add_out,
  output wire [7:0] acc_add_out,
  output wire [7:0] mag_add_out,
  output wire [7:0] declination_out,
  output wire [7:0] dt_out
  );
  wire [7:0] data;
  wire [2:0] addr;
  reg miso,done,configured,data_ready;
  assign config_data_out = data;
  assign addr_out = addr;
  assign MISO_out = miso;
  assign done_out = done;
  assign configured_out = configured;
  assign data_ready_out = data_ready;
   MCU DUT (
  .clk(clk),
  .n_rst(n_rst),
  .write_enable_in(write_enable_in), 
  .output_select_in(output_select_in),  
  .MOSI_in(MOSI_in), 
  .sclk_in(sclk_in), 
  .SS_in(SS_in), 
  .roll_angle_in(roll_angle_in),
  .pitch_angle_in(pitch_angle_in),
  .yaw_angle_in(yaw_angle_in),
  .config_data_out(data),
  .addr_out(addr),  
  .MISO_out(miso),  
  .done_out(done),  
  .configured_out(configured),  
  .data_ready_out(data_ready)
  );
  Register_map MAP (
  .n_rst(n_rst),
  .clk(clk),
  .data_in(data),
  .addr_in(addr),  
  .gyro_add_out(gyro_add_out),
  .acc_add_out(acc_add_out),
  .mag_add_out(mag_add_out),
  .declination_out(declination_out),
  .dt_out(dt_out)
  );
endmodule
module MCU (
  input wire clk,
  input wire n_rst,
  input wire write_enable_in, 
  input wire [1:0] output_select_in,  
  input wire MOSI_in, 
  input wire sclk_in, 
  input wire SS_in, 
  input wire [15:0] roll_angle_in,
  input wire [15:0] pitch_angle_in,
  input wire [15:0] yaw_angle_in,
  output wire [7:0] config_data_out,
  output wire [2:0] addr_out,  
  output wire MISO_out,  
  output wire done_out,  
  output wire configured_out,  
  output wire data_ready_out  
  );
  reg rollover_flag_R,rollover_flag_F;
  reg rising_found,falling_found;
  reg load_data; 
  reg [15:0] input_data;
  reg mosi,ss; 
  reg r_clear,f_clear;
  assign input_data = output_select_in == 2'b00 ? roll_angle_in:
                      (output_select_in == 2'b01 ? pitch_angle_in:
                      (output_select_in == 2'b10 ? yaw_angle_in:0 ));
  MCU_control CONTROLLER (
  .clk(clk),
  .n_rst(n_rst),
  .rolloverR_in(rollover_flag_R),  
  .rolloverF_in(rollover_flag_F),  
  .write_enable_in(write_enable_in),  
  .MOSI_in(mosi),  
  .SS_in(SS_in),
  .done_out(done_out),  
  .addr_out(addr_out),  
  .configured_out(configured_out),  
  .output_ready_out(data_ready_out), 
  .load_data_out(load_data),  
  .r_clear_out(r_clear),
  .f_clear_out(f_clear)
  );
  sync SYNC1(
  .clk(clk),
  .n_rst(n_rst),
  .async_in(MOSI_in),
  .sync_out(mosi)
  );
  sync SYNC2(
  .clk(clk),
  .n_rst(n_rst),
  .async_in(SS_in),
  .sync_out(ss)
  );
defparam REG_8BIT.NUM_BITS = 8;
flex_stp_sr REG_8BIT
 (
  .clk(clk),
  .n_rst(n_rst),
  .shift_enable(rising_found),
  .serial_in(mosi),
  .parallel_out(config_data_out)
  );
defparam REG_16BIT.NUM_BITS = 16;
flex_pts_sr REG_16BIT
(
  .clk(clk),
  .n_rst(n_rst),
  .shift_enable(falling_found),
  .load_enable(load_data),
  .parallel_in(input_data),
  .serial_out(MISO_out)
  );
sclk_edge EDGE_DEC (
  .clk(clk),
  .n_rst(n_rst),
  .sclk(sclk_in),
  .rising_edge_found(rising_found),
  .falling_edge_found(falling_found)
  );
   wire [4:0] count_out1;
   wire [4:0] count_out2;
defparam RISING_COUNTER.NUM_CNT_BITS = 5;
 flex_counter RISING_COUNTER (
    .clk(clk),
    .n_rst(n_rst),
    .count_enable(rising_found),
    .clear(r_clear),
    .count_out(count_out1),
    .rollover_val(5'b01000),
    .rollover_flag(rollover_flag_R)
  );
defparam FALLING_COUNTER.NUM_CNT_BITS = 5;
flex_counter FALLING_COUNTER (
    .clk(clk),
    .n_rst(n_rst),
    .count_enable(falling_found),
    .clear(f_clear),
    .count_out(count_out2),
    .rollover_val(5'b10000),
    .rollover_flag(rollover_flag_F)
  );
endmodule
module MCU_control(
  input wire clk,
  input wire n_rst,
  input wire rolloverR_in,  
  input wire rolloverF_in,  
  input wire write_enable_in,  
  input wire MOSI_in,  
  input wire SS_in, 
  output wire done_out,  
  output wire [2:0] addr_out,  
  output wire configured_out,  
  output wire output_ready_out, 
  output wire load_data_out,  
  output wire r_clear_out,  
  output wire f_clear_out,  
  output wire [3:0] state
  );
  reg [2:0] addr;  
  reg done_flag,configured_flag,ready_flag,load_data;
  reg r_clear,f_clear,curr_config,next_config;
  typedef enum bit [3:0] {Idle, Load_acc, Store_acc, Load_gyro, Store_gyro, Load_mag, Store_mag, Load_dec, Store_dec, Load_dt, Store_dt,
                          Load_data, Output_data, Done} StateType;
  StateType curr_state,next_state;
  assign done_out = done_flag;
  assign configured_out = curr_config; 
  assign output_ready_out = ready_flag;
  assign addr_out = addr;
  assign load_data_out = load_data;
  assign r_clear_out = r_clear;
  assign f_clear_out = f_clear;
  always_ff @(posedge clk,negedge n_rst) begin
    if(n_rst == 1'b0) begin
      curr_state <= Idle;
      curr_config <= 1'b0;
    end else begin
      curr_state <= next_state;
      curr_config <= next_config;
    end
  end
  always_comb begin
    next_state = curr_state;
    r_clear = 1'b0;
    f_clear = 1'b0;
    done_flag = 1'b0;
    configured_flag = 1'b0;
    ready_flag = 1'b0;
    addr = 3'b111;
    load_data = 1'b0;
    next_config = curr_config;
    if(SS_in == 1'b1) begin
    case(curr_state) 
    Idle:
    begin
      r_clear = 1'b1;
      f_clear = 1'b1;
      if(MOSI_in == 1'b1 && curr_config == 1'b0) begin
        next_state = Load_acc;
      end else if ( write_enable_in == 1'b1) begin
        next_state = Load_data;
      end
    end
    Load_acc:
    begin
      if(rolloverR_in == 1'b1) begin
        next_state = Store_acc;
      end
    end
    Store_acc:
    begin
      addr = 3'b000;
      next_state = Load_gyro;
      r_clear = 1'b1;
    end
    Load_gyro:
    begin
      if(rolloverR_in == 1'b1) begin
        next_state = Store_gyro;
      end
    end
    Store_gyro:
    begin
      addr = 3'b001;
      next_state = Load_mag;
      r_clear = 1'b1;
    end
    Load_mag:
    begin
      if(rolloverR_in == 1'b1) begin
        next_state = Store_mag;
      end
    end
    Store_mag:
    begin
      addr = 3'b010;
      next_state = Load_dec;
      r_clear = 1'b1;
    end
    Load_dec:
    begin
      if(rolloverR_in == 1'b1) begin
        next_state = Store_dec;
      end
    end
    Store_dec:
    begin
      addr = 3'b011;
      next_state = Load_dt;
      r_clear = 1'b1;
    end
    Load_dt:
    begin
      if(rolloverR_in == 1'b1) begin
        next_state = Store_dt;
      end
    end
    Store_dt:
    begin
      addr = 3'b100;
      configured_flag = 1'b1;
      next_state = Idle;
      r_clear = 1'b1;
      next_config = 1'b1;
    end
    Load_data:
    begin
      f_clear = 1'b1;
      next_state = Output_data;
      load_data = 1'b1;
    end
    Output_data:
    begin
      ready_flag = 1'b1;
      if(rolloverF_in == 1'b1) begin
        next_state = Done;
      end
    end
    Done:
    begin
      done_flag = 1'b1;
      f_clear = 1'b1;
      next_state = Idle;
    end
  endcase
  end
  end
endmodule
module Register_map(
  input wire n_rst,
  input wire clk,
  input wire [7:0] data_in,
  input wire [2:0] addr_in,  
  output wire [7:0] gyro_add_out,
  output wire [7:0] acc_add_out,
  output wire [7:0] mag_add_out,
  output wire [7:0] declination_out,
  output wire [7:0] dt_out
  );
  reg [7:0] gyro_curr,acc_curr,mag_curr,dec_curr,dt_curr,gyro_next,acc_next,mag_next,dec_next,dt_next;
  assign gyro_add_out = gyro_curr;
  assign acc_add_out = acc_curr;
  assign mag_add_out = mag_curr;
  assign declination_out = dec_curr;
  assign dt_out = dt_curr;
  always_ff @ (posedge clk, negedge n_rst) begin
    if( n_rst == 1'b0) begin
      gyro_curr <= '0;
      acc_curr <= '0;
      mag_curr <= '0;
      dec_curr <= '0;
      dt_curr <= '0;
    end else begin
      gyro_curr <= gyro_next;
      acc_curr <= acc_next;
      mag_curr <= mag_next;
      dec_curr <= dec_next;
      dt_curr <= dt_next;
    end
  end
  always_comb begin
    gyro_next = gyro_curr;
    acc_next = acc_curr;
    mag_next = mag_curr;
    dec_next = dec_curr;
    dt_next = dt_curr;
    if( addr_in == 3'b000) begin
      acc_next = data_in;
    end else if (addr_in == 3'b001) begin
      gyro_next = data_in;
    end else if (addr_in == 3'b010) begin
      mag_next = data_in;
    end else if (addr_in == 3'b011) begin
      dec_next = data_in;
    end else if (addr_in == 3'b100) begin
      dt_next = data_in;
    end 
  end
endmodule
module sclk_edge(
  input wire clk,
  input wire n_rst,
  input wire sclk,
  output wire rising_edge_found,
  output wire falling_edge_found
  );
  reg q_1,q_2,q_3;  
  assign rising_edge_found = n_rst ? ((q_3 == 0) && (q_2 == 1) ? 1:0):0;
  assign falling_edge_found = n_rst ? ((q_3 == 1) && (q_2 == 0) ? 1:0):0;
  always_ff @ ( posedge clk, negedge n_rst)  
  begin
    if( n_rst == 0) begin
      q_1 <= 1'b1;
      q_2 <= 1'b1;
      q_3 <= 1'b1;
    end else begin
      q_1 <= sclk;
      q_2 <= q_1;
      q_3 <= q_2;
    end 
  end
endmodule
module sync (
  input wire clk,n_rst,async_in,
  output wire sync_out
  );
  reg Q;
  reg s_out;
  assign sync_out = s_out;
  always @ (posedge clk, negedge n_rst) begin
    if ( n_rst == 1'b0) begin 
      Q <= 1'b0;
      s_out <= 1'b0;
      end 
    else begin
      Q <= async_in;
      s_out <= Q;
      end
  end
endmodule
==> reports/results.ini <==
[setup_path]
reg2reg_from = DUT.CONTROLLER.curr_state[1]
crit_path_start = SS_in
max_stage_delay_ps = 470
cp-end-kind = output pin
path_class = in2out
start_kind = input pin
worstPathMaxFanout = 29
cp.required_ps = 3360
crit_top_cell = clkdlybuf4s50_1
path_cells = clkdlybuf4s50_1, buf_4, and2_1, clkdlybuf4s50_1
cp.arrival_ps = 2210
crit_slowest_cell = clkdlybuf4s50_1

[drt]
post_drt_via_cell_ratio = 4.86
vias = 3134
antenna_cells = 0
drc = 0
drt-wirelength-per-cell_um = 14.7
ant_nets = 0
drt_wl_total_um = 9480
first_pass_iters = 4
detail_route.iter0.violations = 155

[clock_tree]
root_buffer = clkbuf_16
clock.latency.late_pin_ps = 340
clk_path_buf_depth = 2
clock_sinks = 96
cts_buffers = 9
cts_resized = 0
tritoncts = done
htree_levels = 3
path_clk_slew_ps = 70
hold_buffers = 0
cts_setup_buffers = 0

[cells_and_area]
area_growth_pct = 36.2
drive_gt1_frac = 0.267
fillers = 1309

[synthesis]
netlist_area_um2 = 4290
yosys.area.top_type_share = 0.397
common_cells = dfrtp_1 (68), mux2_2 (64), nand2_1 (50)
ys.warnings.count = 8
synth.most_common_cell = dfrtp_1
synth_cell_types = 39
yosysTopAreaCell = dfrtp_1
synth-edff-count = 0
ys_seq_frac = 0.568
async_reset_ff_frac = 1.00
ys.flop_type = dfrtp_1
synth_cells = 355
yosys_cells = 355
topCellsByArea = dfrtp_1 (40%), dfstp_2 (17%), mux2_2 (17%)
ys_ff = 96
synth_area_per_cell_um2 = 12.1
yosysChipArea_um2 = 4290

[timing]
rsz0062_at_grt = no
fin_ws_ps = 1150
final.min_clock_period_ps = 3050
setup_viol = 0
clock.fmax_mhz = 328
max_slew_margin = 0.503
finalClockPeriodUsage = 0.726
max_slew.worst_pin.slew_ps = 742
hold_viol = 0
fin_skew_ps = 9.71
drv_slew = 0
tns_ps = 0

[place]
dp_slack_ps = 1150
gp_congestion = 0.753
port_buffers = 110
dpl.hpwl_um = 6250

[power]
vdd_drop_max_mv = 0.182
powerDensity_nw_per_um2 = 402
leakagePower_nw = 2.45

[run]
drv_cap = 0
warning_count = 36

[floorplan]
die_area_um2 = 14800
rows = 43
io_pins = 122
core_area_um2 = 13900
initial_core_util = 0.308
die_h_um = 122
die_w_um = 122

[run_status]
status = complete, no violations

[grt]
grt_pass1_wl_um = 15600
grt_pass1_vias = 3107
overflow = 0
antenna_found_initial = 0
grtUsageTotal = 0.135
grt_max_degree = 52

[hold_path]
worstHoldStart = DUT.SYNC1.Q
hp-class = reg2reg

## through the flow
stage / instances / instance area [um2] / power [mW] / util / hold WS, ps
after detailed placement: 629 / 5560 / 1.58 / 0.399 / 343
after floorplan: 355 / 4290 / 1.37 / - / 331
after global placement: 629 / 5560 / 1.57 / 0.399 / 336
final: 645 / 5840 / 2.35 / 0.419 / 356
after global routing: 645 / 5840 / 2.48 / 0.419 / 364
after CTS: 645 / 5840 / 2.39 / 0.419 / 359
## flip-flops by register name, summed over array words and instances (netlist names)
| name | flops |
|---|---|
| DUT.RISING_COUNTER.rollover_state | 1 |
| DUT.FALLING_COUNTER.val | 5 |
| DUT.SYNC1.Q | 1 |
| DUT.CONTROLLER.curr_state | 14 |
| DUT.EDGE_DEC.q_3 | 1 |
| DUT.RISING_COUNTER.val | 5 |
| DUT.FALLING_COUNTER.rollover_state | 1 |
| DUT.EDGE_DEC.q_1 | 1 |
| DUT.SYNC1.s_out | 1 |
| MAP.dt_curr | 8 |
| MAP.acc_curr | 8 |
| DUT.EDGE_DEC.q_2 | 1 |
| DUT.REG_16BIT.val | 16 |
| MAP.gyro_curr | 8 |
| DUT.CONTROLLER.curr_config | 1 |
| DUT.REG_8BIT.val | 8 |
| MAP.mag_curr | 8 |
| MAP.dec_curr | 8 |
## path summary, 6_finish.rpt
path                                              end  slack, ps  cells past startpoint
setup / recovery                       data_ready_out       1150                      4
hold / removal                        DUT.SYNC1.s_out        360                      0
setup reg to reg                      MAP.acc_curr[1]       2280                      3
hold reg to reg                       DUT.SYNC1.s_out        360                      0
max in group asynchronous             MAP.dec_curr[6]       2630                      2
min in group asynchronous  DUT.FALLING_COUNTER.val[0]        520                      1
## routing by layer
layer  vias to the layer above  share of wire  global-route usage
met4                         0         0.0065              0.0116
li1                       1498              -                   -
met5                         -              0                   0
met2                       109           0.41               0.192
met3                         6           0.12              0.0587
met1                      1521           0.46               0.204
## cell usage in the layout, fill, tap and decap left out, types with 2 or more instances in the layout
cell | Yosys | routed
a21oi_1 | 9 | 9
a221oi_1 | 15 | 15
a22o_1 | 4 | 4
a31oi_1 | 18 | 18
and2_1 | 3 | 3
buf_4 | 0 | 7
clkbuf_16 | 0 | 9
clkdlybuf4s50_1 | 0 | 109
clkinv_2 | 0 | 2
dfrtp_1 | 68 | 68
dfstp_2 | 28 | 28
ha_1 | 3 | 3
inv_1 | 9 | 9
inv_6 | 0 | 2
inv_8 | 0 | 2
mux2_2 | 64 | 64
nand2_1 | 50 | 50
nand2b_1 | 2 | 2
nand3_1 | 4 | 4
nand3b_1 | 5 | 5
nand4_1 | 3 | 3
nor2_1 | 7 | 7
nor2b_1 | 3 | 3
o21ai_0 | 15 | 15
or3_1 | 3 | 3
or4_1 | 4 | 4
or4b_2 | 2 | 2
## cell families (layout without fill, tap and decap cells)
family | count (synthesis) | count (layout) | share of synthesized area
muxes | 64 | 64 | 0.168
buffers and inverters | 31 | 141 | 0.0309
AOI/OAI and AO/OA | 68 | 68 | 0.110
DFF | 96 | 96 | 0.568
and+or+nand+nor | 93 | 93 | 0.114
adders and majority gates | 3 | 3 | 0.00875
## critical path, delay by kind of cell
kind	cells	cell delay, ps
simple gates	1	170
buf+inv	3	1190
## layout make-up
class	instances	area [um2]	share of cell area
Sequential cell	96	2440	0.417
Inverter	9	33.8	0.00578
Clock buffer	9	225	0.0386
Timing Repair Buffer	116	1140	0.196
Multi-Input combinational cell	228	1720	0.294
Clock inverter	7	58.8	0.0101
Tap cell	180	225	0.0386
## power breakdown
group | switching [mW] | internal, mW | total (mW)
Clock | 0.371 | 0.413 | 0.784
Combinational | 0.121 | 0.217 | 0.338
Sequential | 0.123 | 1.10 | 1.22
Power is estimated from default activity; no workload was simulated.
